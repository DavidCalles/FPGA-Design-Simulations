==> ./run.sh <==
#!/bin/bash
# OpenROAD 26Q1-2900-gdf79404cd8, Yosys 0.63+post, stock flow scripts
make -C /OpenROAD-flow-scripts/flow DESIGN_CONFIG=/design/flow/config.mk WORK_HOME=/design/flow/orfs finish
==> ./config.mk <==
export PLATFORM = sky130hd
export DESIGN_NAME = Adder
export DESIGN_NICKNAME = Adder
export VERILOG_FILES = /design/flow/design.v
export SDC_FILE = /design/flow/constraint.sdc
export NUM_CORES = 4
export LEC_CHECK = 1
export CORE_AREA = 10 10 76 76
export DIE_AREA = 0 0 86 86
==> ./constraint.sdc <==
current_design Adder

set clk_period 22.3
set clk_io_pct 0.2

create_clock -name clk0 -period $clk_period

set non_clock_inputs [all_inputs -no_clocks]
set_input_delay [expr $clk_period * $clk_io_pct] -clock clk0 $non_clock_inputs
set_output_delay [expr $clk_period * $clk_io_pct] -clock clk0 [all_outputs]
==> ./design.v <==
module Adder(A, B, Cin, Op, Sum, Cout, Overflow);
input [15:0] A, B;
input Cin;
input [1:0] Op;
output Cout, Overflow;
output [15:0] Sum;
reg [15:0] aReg, bReg;
reg cinReg;
wire [15:0] aWire, bWire, coutWire, sumWire;
wire cinWire;
assign aWire = aReg;
assign bWire = bReg;
assign cinWire = cinReg;
FullAdder F0(aWire[0], bWire[0], cinWire, sumWire[0], coutWire[0]);
FullAdder F1(aWire[1], bWire[1], coutWire[0], sumWire[1], coutWire[1]);
FullAdder F2(aWire[2], bWire[2], coutWire[1], sumWire[2], coutWire[2]);
FullAdder F3(aWire[3], bWire[3], coutWire[2], sumWire[3], coutWire[3]);
FullAdder F4(aWire[4], bWire[4], coutWire[3], sumWire[4], coutWire[4]);
FullAdder F5(aWire[5], bWire[5], coutWire[4], sumWire[5], coutWire[5]);
FullAdder F6(aWire[6], bWire[6], coutWire[5], sumWire[6], coutWire[6]);
FullAdder F7(aWire[7], bWire[7], coutWire[6], sumWire[7], coutWire[7]);
FullAdder F8(aWire[8], bWire[8], coutWire[7], sumWire[8], coutWire[8]);
FullAdder F9(aWire[9], bWire[9], coutWire[8], sumWire[9], coutWire[9]);
FullAdder F10(aWire[10], bWire[10], coutWire[9], sumWire[10], coutWire[10]);
FullAdder F11(aWire[11], bWire[11], coutWire[10], sumWire[11], coutWire[11]);
FullAdder F12(aWire[12], bWire[12], coutWire[11], sumWire[12], coutWire[12]);
FullAdder F13(aWire[13], bWire[13], coutWire[12], sumWire[13], coutWire[13]);
FullAdder F14(aWire[14], bWire[14], coutWire[13], sumWire[14], coutWire[14]);
FullAdder F15(aWire[15], bWire[15], coutWire[14], sumWire[15], coutWire[15]);
always @ (A or B or Cin or Op)
 	begin
		case(Op)
			2'b00: begin
				aReg = 16'h0000;
				bReg = 16'h0000;
				cinReg = 0;
			end
			2'b01: begin
				aReg = A;
				bReg = B;
				cinReg = Cin;
			end
			2'b11: begin
				aReg = A;
				bReg = ~B;
				cinReg = ~Cin;
			end
			default: begin
				aReg = 16'h0000;
				bReg = 16'h0000;
				cinReg = 0;
			end
		endcase
	end 
assign Sum = sumWire;
assign Cout = (Op == 2'b01) ? coutWire[15] : ((Op == 2'b11) ? (~coutWire[15]) : 0);
assign Overflow = (((A[15] == 1) & (bWire[15] == 1) & (sumWire[15] == 0)) |
				  ((A[15] == 0) & (bWire[15] == 0) & (sumWire[15] == 1))) ? 1 : 0;
endmodule
module FullAdder(a, b, cin, sum, cout);
input a, b, cin;
output sum, cout;
assign sum = (a ^ b) ^ cin;
assign cout = (a & b) | (a ^ b) & cin;
endmodule
==> notes.md <==
run results: status=finished, final reports clean, Clock Buffer Count=0, hold endpoint=Overflow, CP Class=in -> out, most used logic cell in the final layout=clkdlybuf4s50_1, PnR worst setup slack=5.367 ns, standard-cell rows=23, Synth Seq Share=0%, VDD IR-drop max=0.007010 mV, Initial Util=21.56%, Least-Margin Pin Slew=0.3443 ns, Hold WC Path Type=in -> out, final core utilization=32.38%, largest net degree at the start of global routing=36, seq_cells=0, input/output buffers=53, DP Worst Slack=5.282 ns, diodes inserted=0, area of the die=0.007396 sq mm, GP Congestion=0.8156, Top Ports=53, Slew HR=76.97%, Synth cell types=13, initial DRC count=9, die extent in x=86 um, number of global-route vias before repair=720, Syn Inst Count=94, endpoints failing hold=0, Cell Area, Placed=0.001333 sq mm, fmax=59.06 MHz, Crit. End Element=output pin, fraction of layout cells with a size suffix above 1=3.125%, routed len/inst=12.07 um, fin area=0.001333 sq mm, total number of vias=652, Setup violations, final=0, Hold Path Cell Cnt=4, TritonRoute pass-1 iters=2, setup bufs post-CTS=0, initial antenna violation count=0, Final Power=30.29 uW, Final Max Tran Viols=0, gr usage total=5.698%, remaining antenna violation count=0, RSZ-0062 raised after global routing=no, Post-CTS Resized=0, Worst Path Arrival=12.47 ns, Total Neg Setup Slack=0 ns, Yosys Warn Count=1, crit path launch type=primary input, fin crit period=16.93 ns, final wirelength=2.149 mm, synthesized cell area=887.1 sq um, DRC=0, HPWL after detailed placement=1.897 mm, Leakage=0.0005475 uW, hold path start=A[15], max cap viols=0, Area Overhead vs Synth=50.21%, most numerous logic cells after layout=53 x clkdlybuf4s50_1, 32 x and2_1, 16 x xor2_1, 16 x fa_1, 3 x nand2_1, crit path DRT=17.84 ns, ys cells=94, Chip Height=86 um, crit-path max FO=7, CTS Hold Bufs=0, GRT Residual Overflow=0, Core Region=0.004115 sq mm, Power per Cell Area=22.73 mW/mm^2, cycle use final=75.93%, first-pass GRT wire length=3.505 mm, Mean Syn Cell Area=9.437 sq um, Vias/cell=3.663, Chip Area, Yosys=887.1 sq um, OpenROAD warning count=32, Seq. cell area=0 sq um
## routing by layer
metal  track usage [%]  vias to the layer above  routed length [um]
li1                  -                      329                   -
met1             7.055                      296                 886
met2             9.804                       27                1046
met3             2.097                        0                 215
met4                 0                        0                   0
met5                 0                        -                   0
## logic make-up (layout without fill, tap and decap cells)
group           after synthesis  count (layout)  share of synthesized area [%]
simple gates                 35              35                          23.84
buf+inv                      23              57                          19.18
xor+xnor                     18              18                          18.62
fa+ha+maj                    16              16                          36.11
compound gates                2               2                          2.256
## layout make-up
cell class | count | area (sq um)
Tap cell | 50 | 62.56
Timing Repair Buffer | 55 | 545.5
Inverter | 2 | 7.507
Multi-Input combinational cell | 71 | 716.9
Fill cell | 436 | 2783
## metrics by stage
| step | cells | hold slack (ns) |
|---|---|---|
| finish | 178 | 9.923 |
| global route | 178 | 9.982 |
| floorplan | 94 | 9.024 |
| CTS | 178 | 9.944 |
| detailed placement | 178 | 9.944 |
| global placement | 178 | 9.935 |
## synth_stat cells
cell type / n / area, sq um
clkbuf_1: 3 / 11.26
a21oi_1: 1 / 5.000
nand2_1: 3 / 11.26
buf_12: 1 / 20.02
buf_6: 1 / 11.26
and2_1: 32 / 200.2
xnor2_1: 1 / 8.760
buf_4: 16 / 120.1
fa_1: 16 / 320.3
xor2_1: 16 / 140.1
xor2_2: 1 / 16.27
inv_1: 2 / 7.510
o2bb2ai_2: 1 / 15.01
## worst max-delay path by stage
stage     depth (start not counted)       end  slack (ns)  start
6_report                         23  Overflow        5.37  Op[1]
5_1_grt                          23  Overflow        5.01  Op[1]
4_1_cts                          23  Overflow        5.28  Op[1]
## critical path, stage by stage
cell and delay [ns]:
clkdlybuf4s50_1 0.58, xor2_1 0.21, and2_1 0.19, fa_1 0.40, fa_1 0.41, fa_1 0.40, fa_1 0.39, fa_1 0.39
fa_1 0.39, fa_1 0.39, fa_1 0.38, fa_1 0.38, fa_1 0.38, fa_1 0.38, fa_1 0.38, fa_1 0.40
fa_1 0.40, fa_1 0.38, inv_1 0.08, fa_1 0.42, inv_1 0.10, o2bb2ai_2 0.10, clkdlybuf4s50_1 0.47
## power breakdown
group,leakage [uW],internal [uW],switching [uW]
Sequential,0,0,0
Combinational,0.000548,21.2,9.06
Clock,0,0,0
Total,0.000548,21.2,9.06
Power figures rest on the tool's default switching activity, not on a simulated workload.
