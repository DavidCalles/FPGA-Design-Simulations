**design/flow/ram.dat**
```
0
0200

```
**design/flow/constraint.sdc**
```tcl
current_design RAM

set clk_period 34.5
set clk_io_pct 0.2

create_clock -name clk0 -period $clk_period [get_ports {CLK}]

set non_clock_inputs [all_inputs -no_clocks]
set_input_delay [expr $clk_period * $clk_io_pct] -clock clk0 $non_clock_inputs
set_output_delay [expr $clk_period * $clk_io_pct] -clock clk0 [all_outputs]
```
**design/flow/design.v**
```verilog
module RAM ( 
   Q,
   DATA, ADDRESS, WREN, CLK
   ) ;
   input [16-1:0] DATA;
   input [8-1:0] ADDRESS;
   input       WREN;
   input       CLK;
   output reg [16-1:0] Q;
   reg [16-1:0]   memory[256-1:0];
   reg [16-1:0]   data_r;
   reg [8-1:0]    address_r;
   reg 		      wren_r;
   integer 	      i;
   initial begin
      data_r    <= 0;
      address_r <= 0;
      wren_r    <= 0;
      Q         = 0;
      for(i=0; i<256-1; i=i+1)
	memory[i] = 0;
      $readmemh("ram.dat",memory,0,256-1);
   end
   always @(posedge CLK) begin
      data_r    <= DATA;
      address_r <= ADDRESS;
      wren_r    <= WREN;
   end
   always @(data_r or address_r or wren_r) begin
      if(wren_r) begin
	 memory[address_r] = data_r;
      end
      Q = memory[address_r];
   end
endmodule  
```
**design/flow/run.sh**
```bash
#!/bin/bash
# OpenROAD 26Q1-2900-gdf79404cd8, Yosys 0.63+post, stock flow scripts
make -C /OpenROAD-flow-scripts/flow DESIGN_CONFIG=/design/flow/config.mk WORK_HOME=/design/flow/orfs finish
```
**design/flow/config.mk**
```make
export PLATFORM = sky130hd
export DESIGN_NAME = RAM
export DESIGN_NICKNAME = RAM
export VERILOG_FILES = /design/flow/design.v
export SDC_FILE = /design/flow/constraint.sdc
export NUM_CORES = 4
export LEC_CHECK = 1
export CORE_UTILIZATION = 30
export SYNTH_HDL_FRONTEND = slang
```
==> flow_summary.ini <==
; implementation run metrics
[clock_tree]
ctsHoldBuffers = 0
htree_levels = 1
postCtsSetupBuffers = 0
clk_path_buf_depth = 2
root_buffer = clkbuf_16
numCtsBuffers = 3
cts_tree = yes
clk_pin_slew_ns = 0.11
cts_resized = 0

[pwr]
power.internal_mw = 0.272
power_density_mw_per_mm2 = 6.35
leakage_nw = 62.8
power.total_mw = 0.870
ir_drop_v = 0.0000144
pwr-share-seq_pct = 13.3
p_switching_mw = 0.598
pwr-share-comb_pct = 82.6
pwr-share-clk_pct = 4.1
swShare_pct = 68.8

[logic_synthesis]
synth-edff-count = 0
top_cell_area_share_pct = 47.4
flop_cell = dlxtp_1
ys_ff = 4121
yosysChipArea_mm2 = 0.130
yosys.area.top_type = dlxtp_1
async_flop_share_pct = 0
ys_types = 79
syn_inst = 15600
top_cells_by_area = dlxtp_1 47%, mux2i_1 11%, o21ai_0 5.2%
ys_warn_count = 0
postSynthAreaPerCell_um2 = 8.29
netlist_area_mm2 = 0.130
yosysCellCount = 15600

[global_route]
grt_max_degree = 117
grt_pass1_wl_mm = 817
grt_pass1_vias = 107000
grt_util_all_layers_pct = 26.4
overflow = 0
antenna_found_initial = 63

[setup_path]
crit_end = Q[11]
cp-startpoint = address_r[1]$_DFF_P_
crit_fanout = 52
cp-start-kind = flip-flop
critical_path_class = flip-flop to output port
worstPathArrival_ns = 7.93
end_kind = output port
cp.required_ns = 27.60

[timing]
slew_headroom_pct = -2.72
finalSetupViolCount = 0
fmax_ghz = 0.0674
unclocked_pins = 4096
fin_crit_sh_pct = 43.0
setup_tns_ns = 0
worstMarginPinSlew_ns = 1.53
rsz0062_at_grt = no
hold_viol = 0
unconstrained_endpoints = 4096
finalCriticalPeriod_ns = 14.83
slew_viol_final = 3

[floorplan]
fp_util_pct = 30.1
chip_area_mm2 = 0.435
die_w_um = 659
num_rows = 241
die_h_um = 659
fp.coreArea_mm2 = 0.431
ios = 42

[route]
drt_iter0_drc = 14100
vias = 120000
wl_per_cell_um = 28.1
wl_mm = 578
avgViaCountPerCell = 5.85
drtAntennaViolNets = 0
remaining_drc_errors = 0
first_pass_iters = 9

[job]
warning_count = 41
drv_cap = 2

[placed_design]
hpwlAfterDp_mm = 373
gp_congestion = 1.04
port_buffers = 41

[run_status]
violations = max-capacitance violations, max-slew violations
outcome = finished with violations

[layout]
area_growth_pct = 5.61
drive_gt1_share_pct = 7.52

[hold_path]
hp-class = input pin to flip-flop
## power by group through the flow
| stage | clock network, mW | logic, mW | registers, mW |
|---|---|---|---|
| CTS | 0.0373 | 0.678 | 0.115 |
| finish | 0.0354 | 0.718 | 0.116 |
| global route | 0.0378 | 0.726 | 0.116 |
## logic make-up after synthesis
group,share of synthesized area [%]
mux,12.8
simple gates,15.3
latches,47.4
compound gates,18.3
buf+inv,5.79
flops,0.386
## cell usage in the layout (no fill, tap or decap), types with 10 or more instances in the layout
cell             count
nor2_1            1049
nand3_2             40
o21a_1              15
nor4_1             425
or3_1               24
a221oi_1            20
nand3_1           1081
o31ai_1             90
mux2_2              52
a211oi_1            39
nor3_2              12
clkinv_1            10
a2111oi_0           26
o221a_2             22
mux4_2              95
buf_12              14
a31oi_1            377
or4_1              122
nand2_1            906
a41oi_1             25
nand2_4             12
o21ai_0           1343
a21oi_1           1077
nand4_1             93
o311a_1             21
clkdlybuf4s50_1     41
mux2i_1           1380
o211ai_1            83
inv_1              176
nor3_1             105
o22ai_1            607
dlxtp_1           4096
and3_1             127
a311oi_1            49
o41ai_1             91
o221ai_1           107
dfxtp_4             20
diode_2             68
buf_4              721
nand2_2             20
## area by class of cell
class,instances,area [um2]
fillers,44700,294000
clock buffers,3,75.1
flip-flops and latches,4121,62100
inverters,199,797
multi-input cells,9684,60500
diodes,68,170
clock inverters,1,8.76
well taps,5710,7140
repair buffers,778,6110
## registers in the layout, summed over array words and instances (netlist names)
signal / cells
memory: 4096
data_r: 16
address_r: 8
wren_r: 1
## worst min path at each step
stage         depth (start not counted)    start                 to  slack (ns)
CTS                                   1  DATA[9]  data_r[9]$_DFF_P_        6.99
global route                          1  DATA[9]  data_r[9]$_DFF_P_        7.00
finish                                1  DATA[9]  data_r[9]$_DFF_P_        7.01
## critical path, cell delays in order, from the launching register on
cell and delay, ns:
dfxtp_4 0.78, or2_4 0.69, buf_4 0.60, buf_4 0.70, buf_4 0.64, buf_4 0.60, o22ai_1 0.16, or4_1 0.43
o21ai_0 0.27, o21ai_0 0.31, buf_4 0.21, o31ai_1 0.75, nand4_1 0.70, clkdlybuf4s50_1 0.59
## routing by layer
layer	GRT usage [%]	wire (um)	part of all wire, %	vias up
met5	0.321	690	0.12	-
met4	13.1	34300	5.9	57
met3	13.5	87800	15	1340
met2	35.7	234000	40	7405
met1	34.8	221000	38	57400
li1	-	-	-	54200
## synth_stat cells, drive strengths merged (24+ instances only)
master and n:
o31ai 95, nand2 938, a41oi 25, a211oi 39
buf 554, nor2 1066, dlxtp 4096, a21oi 1077
or3 24, mux2i 1380, nand3 1125, mux2 61
o22ai 607, o21ai 1344, inv 187, o221ai 107
nor4 431, or4 122, nand4 93, dfxtp 25
a311oi 49, a2111oi 34, o211ai 83, mux4 95
and3 128, o41ai 91, nor3 118, clkbuf 1072
a31oi 377
## through the flow
stage,hold slack [ns],area (um2),setup slack (ns),std cells,util (%)
CTS,6.99,137000,20.15,20500,31.8
floorplan,6.93,130000,21.94,15600,-
global route,7.00,137000,19.88,20500,31.8
global placement,7.34,137000,20.53,20500,31.7
finish,7.01,137000,19.67,20600,31.8
detailed placement,7.34,137000,20.53,20500,31.7
Power and IR drop assume default switching activity.
