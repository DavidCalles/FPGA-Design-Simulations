$ cat design.v
module Bitwise(abus, bbus, op, outbus);
input [15:0] abus, bbus;
input [2:0] op;
output [15:0] outbus;
assign outbus = (op == 3'b000) ? 16'b0 : ((op == 3'b001) ? abus & bbus :
										 ((op == 3'b010) ? abus | bbus :
										 ((op == 3'b011) ? abus ^ bbus :
										 ((op == 3'b100) ? ~abus : 16'b0 ))));
endmodule
$ cat run.sh
#!/bin/bash
# OpenROAD 26Q1-2900-gdf79404cd8, Yosys 0.63+post, stock flow scripts
make -C /OpenROAD-flow-scripts/flow DESIGN_CONFIG=/design/flow/config.mk WORK_HOME=/design/flow/orfs finish
$ cat constraint.sdc
current_design Bitwise

set clk_period 1.8
set clk_io_pct 0.2

create_clock -name clk0 -period $clk_period

set non_clock_inputs [all_inputs -no_clocks]
set_input_delay [expr $clk_period * $clk_io_pct] -clock clk0 $non_clock_inputs
set_output_delay [expr $clk_period * $clk_io_pct] -clock clk0 [all_outputs]
$ cat config.mk
export PLATFORM = sky130hd
export DESIGN_NAME = Bitwise
export DESIGN_NICKNAME = Bitwise
export VERILOG_FILES = /design/flow/design.v
export SDC_FILE = /design/flow/constraint.sdc
export NUM_CORES = 4
export LEC_CHECK = 1
export CORE_AREA = 10 10 70 70
export DIE_AREA = 0 0 80 80
==> results.py <==
# Physical implementation metrics
metrics = {
    "floorplan": {
        "io_pins": 51,
        "die-area_um2": 6400,
        "die_h_um": 80,
        "die_x_um": 80,
        "fp_util": 0.3286,
        "rows": 21,
        "core_um2": 3416,
    },
    "timing": {
        "setup-violations-final": 11,
        "fin_crit_ns": 1.829,
        "setup_ws_ns": -0.02900,
        "whs_ns": 1.215,
        "tightestPinTransition_ns": 0.1918,
        "slew_headroom": 0.8708,
        "slew_viol_final": 0,
        "fin_crit_sh": 1.016,
        "fmax_mhz": 546.7,
        "finalHoldViolCount": 0,
        "rsz0062_at_grt": "true",
    },
    "worst_setup_path": {
        "start_kind": "input pin",
        "cp.arrival_ns": 1.47,
        "slowest_delay_ns": 0.39,
        "worstSetupPathType": "in -> out",
        "critPathSlowestCell": "or3_1",
        "crit_path_max_fanout": 2,
        "critical_path_required_ns": 1.44,
        "critPathTopFamily": "buffers and inverters",
        "critPathCaptureType": "primary output",
        "cp_num_buf_inv": 3,
        "path_cells": "dlygate4sd2_1, inv_1, ha_1, or3_1, a31oi_4, buf_2",
    },
    "power_and_ir_drop": {
        "switching_share": 0.4258,
        "p_comb_frac": 1.000,
        "clock_power_share": 0,
        "pwr_density_cell_nw_per_um2": 198.2,
        "p_leak_nw": 1.055,
        "netSwitchingPower_uw": 165.5,
        "p_total_uw": 388.7,
        "power.internal_uw": 223.2,
        "ir_drop_mv": 0.08919,
        "seqPwrFrac": 0,
    },
    "drt": {
        "wl_per_cell_um": 13.32,
        "drc_errors": 0,
        "dr.pass1.iters": 4,
        "drt_iter0_drc": 72,
        "via_per_inst": 4.975,
        "vias": 1418,
        "drtAntennaViolNets": 0,
        "routed_wl_um": 3795,
        "diodes": 0,
    },
    "grt": {
        "grt_max_degree": 20,
        "gr-total-overflow": 0,
        "grt_pass1_vias": 1371,
        "grt_pass1_wl_um": 6334,
        "track_usage": 0.1143,
        "antenna_found_initial": 0,
    },
    "flow_run": {
        "warnings": 50,
        "cap_violations": 0,
    },
    "logic_synthesis": {
        "yosysChipArea_um2": 1122,
        "synth.distinct_cells": 15,
        "top_area_cell": "ha_1",
        "syn_area_um2": 1122,
        "top_cells_by_area": "ha_1 (36%), inv_1 (11%), or3_1 (9.5%)",
        "yosysCellCount": 164,
        "ys_seq_frac": 0,
        "syn_inst": 164,
        "top_cell_area_share": 0.3567,
        "top_cells_by_count": "ha_1 (32), inv_1 (32), or3_1 (17)",
        "yosys_warnings": 0,
        "synth.avg_cell_area_um2": 6.843,
    },
    "final_layout": {
        "post-route-util": 0.5744,
        "fill_cells": 320,
        "final_area_um2": 1962,
        "flop_area_um2": 0,
        "drive_above_1_share": 0.3305,
        "clkbuf_count": 0,
        "flop-count": 0,
        "syn_to_final_growth_pct": 74.80,
        "combGateArea_um2": 1022,
    },
    "placement": {
        "placed_cell_area_um2": 1916,
        "place_ws_ns": -0.8124,
        "numPortBuffers": 51,
        "hpwlAfterDp_um": 2902,
        "place_congestion": 0.6952,
    },
    "run_status": {
        "status": "complete, but fails checks",
        "violations": "negative setup slack",
    },
    "hold_path": {
        "hp-class": "in -> out",
    },
    "clock_tree": {
        "cts_hold_buf": 0,
    },
}
[path summary, 6_finish.rpt]
check | from | endpoint | slack [ns] | depth (start not counted)
worst max-delay path | abus[13] | outbus[13] | -0.03 | 6
worst min-delay path | op[2] | outbus[3] | 1.21 | 5
[cells in the final DEF (no fill, tap or decap), drive strengths merged]
| cell type | count |
|---|---|
| buf | 59 |
| a31oi | 16 |
| or3 | 17 |
| o32a | 8 |
| o21ai | 16 |
| dlygate4sd2 | 17 |
| nor2b | 1 |
| inv | 32 |
| clkbuf | 2 |
| ha | 32 |
| nand2b | 2 |
| nand2 | 16 |
| clkdlybuf4s15 | 12 |
| or3b | 1 |
| o31a | 8 |
[layout make-up]
cell class         instances  share of cell area
inverters                 32             0.06122
multi-input cells        117              0.5210
well taps                 46             0.02934
repair buffers            90              0.3884
[power groups by stage]
stage	registers, mW	logic [mW]	clock network [mW]
after CTS	0	0.388	0
after global routing	0	0.434	0
final	0	0.389	0
[routing by layer]
metal / share of wire / track usage / up-vias
met5: 0 / 0 / -
met4: 0.0021 / 0.007042 / 0
met3: 0.053 / 0.01818 / 2
met2: 0.50 / 0.1990 / 34
met1: 0.44 / 0.1496 / 653
li1: - / - / 729
[kinds of logic after synthesis]
logic type,Yosys count,share of synthesized area
AND-OR/OR-AND,48,0.2943
buffers and inverters,47,0.1761
AND/OR/NAND/NOR,37,0.1728
adder cells (fa/ha/maj),32,0.3567
[metrics by stage]
| step | std cells | TNS (ns) |
|---|---|---|
| final | 285 | -0.1440 |
| after global routing | 285 | -0.8479 |
| after CTS | 286 | -0.4439 |
| after detailed placement | 283 | -12.21 |
| after global placement | 283 | -12.10 |
| after floorplan | 164 | 0 |
[what timing repair did]
| action | CTS | global route |
|---|---|---|
| gates resized | 135 | 23 |
| buffers inserted | 1 | 0 |
| pin swaps | 17 | 18 |
| setup endpoints to repair | 16 | 16 |
| cloned | 2 | 0 |
